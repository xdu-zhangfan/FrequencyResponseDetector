<file path="/design/flow/design.v">
module spi #(
    parameter SYSCLK_FREQ = 50000000,   
    parameter SPICLK_FREQ = 1000000,    
    parameter CPOL  = 0,   
    parameter CPHA  = 0,   
    parameter FSB   = 1,   
    parameter WIDTH = 8    
) (
    input clk,
    input rstn,
    input  spi_s_sclk,
    input  spi_s_ss_n,
    input  spi_s_mosi,
    output spi_s_miso,
    output spi_m_sclk,
    output spi_m_ss_n,
    output spi_m_mosi,
    input  spi_m_miso,
    output reg          param_wen,
    output     [31 : 0] dds_fword_source,
    output     [31 : 0] dds_pword_source,
    output     [31 : 0] dds_amp_source,
    output     [31 : 0] direct_fword,
    output     [31 : 0] direct_pword,
    output     [31 : 0] direct_amp,
    output     [31 : 0] drg_freq_start,
    output     [31 : 0] drg_freq_end,
    output     [31 : 0] drg_freq_step,
    output     [31 : 0] drg_freq_pulse,
    output     [31 : 0] drg_phase_start,
    output     [31 : 0] drg_phase_end,
    output     [31 : 0] drg_phase_step,
    output     [31 : 0] drg_phase_pulse,
    output     [31 : 0] drg_amp_start,
    output     [31 : 0] drg_amp_end,
    output     [31 : 0] drg_amp_step,
    output     [31 : 0] drg_amp_pulse,
    output     [31 : 0] adc_freq_center,
    output     [31 : 0] adc_freq_kf,
    output     [31 : 0] adc_freq_ch_sel,
    output     [31 : 0] adc_freq_zero_cal,
    output     [31 : 0] adc_phase_center,
    output     [31 : 0] adc_phase_kf,
    output     [31 : 0] adc_phase_ch_sel,
    output     [31 : 0] adc_phase_zero_cal,
    output     [31 : 0] adc_amp_center,
    output     [31 : 0] adc_amp_kf,
    output     [31 : 0] adc_amp_ch_sel,
    output     [31 : 0] adc_amp_zero_cal
);
  wire                 spi_m_valid;
  reg                  spi_m_ready;
  wire [WIDTH - 1 : 0] spi_m_rx_data;
  reg  [WIDTH - 1 : 0] spi_m_tx_data;
  spi_master #(
      .SYSCLK_FREQ(SYSCLK_FREQ),
      .SPICLK_FREQ(SPICLK_FREQ),
      .CPOL (CPOL),
      .CPHA (CPHA),
      .FSB  (FSB),
      .WIDTH(WIDTH)
  ) spi_master_inst (
      .clk (clk),
      .rstn(rstn),
      .spi_sclk(spi_m_sclk),
      .spi_ss_n(spi_m_ss_n),
      .spi_mosi(spi_m_mosi),
      .spi_miso(spi_m_miso),
      .spi_valid  (spi_m_valid),
      .spi_ready  (spi_m_ready),
      .spi_rx_data(spi_m_rx_data),
      .spi_tx_data(spi_m_tx_data)
  );
  wire                 spi_s_valid;
  reg                  spi_s_ready;
  wire [WIDTH - 1 : 0] spi_s_rx_data;
  reg  [WIDTH - 1 : 0] spi_s_tx_data;
  spi_slave #(
      .CPOL (CPOL),
      .CPHA (CPHA),
      .FSB  (FSB),
      .WIDTH(WIDTH)
  ) spi_slave_inst (
      .clk (clk),
      .rstn(rstn),
      .spi_sclk(spi_s_sclk),
      .spi_ss_n(spi_s_ss_n),
      .spi_mosi(spi_s_mosi),
      .spi_miso(spi_s_miso),
      .spi_valid  (spi_s_valid),
      .spi_ready  (spi_s_ready),
      .spi_rx_data(spi_s_rx_data),
      .spi_tx_data(spi_s_tx_data)
  );
  localparam CONFIG_STATE_RESET = 8'h00;
  localparam CONFIG_STATE_IDEL = 8'h01;
  localparam CONFIG_STATE_RECV_ADDR = 8'h02;
  localparam CONFIG_STATE_RECV_DATA_B0 = 8'h03;
  localparam CONFIG_STATE_RECV_DATA_B1 = 8'h04;
  localparam CONFIG_STATE_RECV_DATA_B2 = 8'h05;
  localparam CONFIG_STATE_RECV_DATA_B3 = 8'h06;
  localparam CONFIG_STATE_WRITE = 8'h07;
  reg [ 7 : 0] config_state;
  reg [ 7 : 0] addr_buf;
  reg [31 : 0] data_buf;
  localparam CONFIGURE_RAM_CI_MAX = 256;
  reg [31 : 0] configure_ram[0 : 255];
  reg [15 : 0] configure_ram_ci;
  always @(posedge clk) begin
    if (!rstn) begin
      configure_ram_ci <= 8'h0;
      addr_buf         <= 8'h0;
      data_buf         <= 32'h0;
      spi_s_ready      <= 1'b0;
      spi_s_tx_data    <= 8'h0;
      param_wen        <= 1'b0;
      config_state     <= CONFIG_STATE_RESET;
    end else begin
      if (configure_ram_ci < CONFIGURE_RAM_CI_MAX) begin
        configure_ram[configure_ram_ci] <= 32'h0;
        configure_ram_ci                <= configure_ram_ci + 1;
        addr_buf                        <= 8'h0;
        data_buf                        <= 32'h0;
        spi_s_ready                     <= 1'b0;
        spi_s_tx_data                   <= 8'h0;
        param_wen                       <= 1'b0;
        config_state                    <= CONFIG_STATE_RESET;
      end else begin
        configure_ram_ci <= CONFIGURE_RAM_CI_MAX;
        case (config_state)
          CONFIG_STATE_RESET: begin
            addr_buf      <= 8'h0;
            data_buf      <= 32'h0;
            spi_s_ready   <= 1'b0;
            spi_s_tx_data <= 8'h0;
            param_wen     <= 1'b0;
            config_state  <= CONFIG_STATE_IDEL;
          end
          CONFIG_STATE_IDEL: begin
            addr_buf      <= 8'h0;
            data_buf      <= 32'h0;
            spi_s_tx_data <= 8'h0;
            param_wen     <= 1'b0;
            if ((spi_s_valid && spi_s_ready) & (spi_s_rx_data == 8'h5a)) begin
              spi_s_ready  <= 1'b0;
              config_state <= CONFIG_STATE_RECV_ADDR;
            end else begin
              spi_s_ready  <= 1'b1;
              config_state <= CONFIG_STATE_IDEL;
            end
          end
          CONFIG_STATE_RECV_ADDR: begin
            data_buf      <= 32'h0;
            spi_s_tx_data <= 8'h0;
            param_wen     <= 1'b0;
            if (spi_s_valid && spi_s_ready) begin
              spi_s_ready  <= 1'b0;
              addr_buf     <= spi_s_rx_data;
              config_state <= CONFIG_STATE_RECV_DATA_B0;
            end else begin
              spi_s_ready  <= 1'b1;
              config_state <= CONFIG_STATE_RECV_ADDR;
            end
          end
          CONFIG_STATE_RECV_DATA_B0: begin
            addr_buf      <= addr_buf;
            spi_s_tx_data <= addr_buf;
            param_wen     <= 1'b0;
            if (spi_s_valid && spi_s_ready) begin
              spi_s_ready     <= 1'b0;
              data_buf[7 : 0] <= spi_s_rx_data;
              config_state    <= CONFIG_STATE_RECV_DATA_B1;
            end else begin
              spi_s_ready  <= 1'b1;
              config_state <= CONFIG_STATE_RECV_DATA_B0;
            end
          end
          CONFIG_STATE_RECV_DATA_B1: begin
            addr_buf      <= addr_buf;
            spi_s_tx_data <= 8'h0;
            param_wen     <= 1'b0;
            if (spi_s_valid && spi_s_ready) begin
              spi_s_ready      <= 1'b0;
              data_buf[15 : 8] <= spi_s_rx_data;
              config_state     <= CONFIG_STATE_RECV_DATA_B2;
            end else begin
              spi_s_ready  <= 1'b1;
              config_state <= CONFIG_STATE_RECV_DATA_B1;
            end
          end
          CONFIG_STATE_RECV_DATA_B2: begin
            addr_buf      <= addr_buf;
            spi_s_tx_data <= 8'h0;
            param_wen     <= 1'b0;
            if (spi_s_valid && spi_s_ready) begin
              spi_s_ready       <= 1'b0;
              data_buf[23 : 16] <= spi_s_rx_data;
              config_state      <= CONFIG_STATE_RECV_DATA_B3;
            end else begin
              spi_s_ready  <= 1'b1;
              config_state <= CONFIG_STATE_RECV_DATA_B2;
            end
          end
          CONFIG_STATE_RECV_DATA_B3: begin
            addr_buf      <= addr_buf;
            spi_s_tx_data <= 8'h0;
            param_wen     <= 1'b0;
            if (spi_s_valid && spi_s_ready) begin
              spi_s_ready       <= 1'b0;
              data_buf[31 : 24] <= spi_s_rx_data;
              config_state      <= CONFIG_STATE_WRITE;
            end else begin
              spi_s_ready  <= 1'b1;
              config_state <= CONFIG_STATE_RECV_DATA_B3;
            end
          end
          CONFIG_STATE_WRITE: begin
            addr_buf                <= addr_buf;
            data_buf                <= data_buf;
            spi_s_ready             <= 1'b0;
            spi_s_tx_data           <= 8'h0;
            param_wen               <= 1'b1;
            configure_ram[addr_buf] <= data_buf;
            config_state            <= CONFIG_STATE_IDEL;
          end
          default: begin
            addr_buf      <= 8'h0;
            data_buf      <= 32'h0;
            spi_s_ready   <= 1'b0;
            spi_s_tx_data <= 8'h0;
            param_wen     <= 1'b0;
            config_state  <= CONFIG_STATE_RESET;
          end
        endcase
      end
    end
  end
  assign dds_fword_source   = configure_ram[8'h01];
  assign dds_pword_source   = configure_ram[8'h02];
  assign dds_amp_source     = configure_ram[8'h03];
  assign direct_fword       = configure_ram[8'h11];
  assign direct_pword       = configure_ram[8'h12];
  assign direct_amp         = configure_ram[8'h13];
  assign drg_freq_start     = configure_ram[8'h21];
  assign drg_freq_end       = configure_ram[8'h22];
  assign drg_freq_step      = configure_ram[8'h23];
  assign drg_freq_pulse     = configure_ram[8'h24];
  assign drg_phase_start    = configure_ram[8'h25];
  assign drg_phase_end      = configure_ram[8'h26];
  assign drg_phase_step     = configure_ram[8'h27];
  assign drg_phase_pulse    = configure_ram[8'h28];
  assign drg_amp_start      = configure_ram[8'h29];
  assign drg_amp_end        = configure_ram[8'h2a];
  assign drg_amp_step       = configure_ram[8'h2b];
  assign drg_amp_pulse      = configure_ram[8'h2c];
  assign adc_freq_center    = configure_ram[8'h31];
  assign adc_freq_kf        = configure_ram[8'h32];
  assign adc_freq_ch_sel    = configure_ram[8'h33];
  assign adc_freq_zero_cal  = configure_ram[8'h34];
  assign adc_phase_center   = configure_ram[8'h35];
  assign adc_phase_kf       = configure_ram[8'h36];
  assign adc_phase_ch_sel   = configure_ram[8'h37];
  assign adc_phase_zero_cal = configure_ram[8'h38];
  assign adc_amp_center     = configure_ram[8'h39];
  assign adc_amp_kf         = configure_ram[8'h3a];
  assign adc_amp_ch_sel     = configure_ram[8'h3b];
  assign adc_amp_zero_cal   = configure_ram[8'h3c];
endmodule
module spi_master #(
    parameter SYSCLK_FREQ = 50000000,   
    parameter SPICLK_FREQ = 1000000,    
    parameter CPOL  = 0,   
    parameter CPHA  = 0,   
    parameter FSB   = 1,   
    parameter WIDTH = 8    
) (
    input clk,
    input rstn,
    output reg spi_sclk,
    output reg spi_ss_n,
    output     spi_mosi,
    input      spi_miso,
    output reg                 spi_valid,
    input                      spi_ready,
    output     [WIDTH - 1 : 0] spi_rx_data,
    input      [WIDTH - 1 : 0] spi_tx_data
);
  reg [WIDTH - 1 : 0] rx_data_buffer;
  reg [WIDTH - 1 : 0] tx_data_buffer;
  reg [15 : 0] spi_clk_cnt;
  reg [15 : 0] spi_data_cnt;
  reg [7 : 0] state;
  localparam STATE_RESET = 8'h00;
  localparam STATE_IDEL = 8'h01;
  localparam STATE_TR = 8'h2;
  always @(posedge clk) begin
    if (!rstn) begin
      state <= STATE_RESET;
    end else begin
      case (state)
        STATE_RESET: begin
          state <= STATE_IDEL;
        end
        STATE_IDEL: begin
          if (spi_valid && spi_ready) begin
            state <= STATE_TR;
          end else begin
            state <= STATE_IDEL;
          end
        end
        STATE_TR: begin
          if ((spi_data_cnt == WIDTH - 1) && (spi_clk_cnt == SYSCLK_FREQ / SPICLK_FREQ / 2 - 1) && (spi_sclk != CPOL)) begin
            state <= STATE_IDEL;
          end else begin
            state <= STATE_TR;
          end
        end
        default: begin
          state <= STATE_RESET;
        end
      endcase
    end
  end
  always @(posedge clk) begin
    if (!rstn) begin
      rx_data_buffer <= {WIDTH{1'b0}};
      tx_data_buffer <= {WIDTH{1'b0}};
      spi_clk_cnt    <= 16'h0;
      spi_data_cnt   <= 16'h0;
      spi_sclk       <= {1{CPOL}};
      spi_ss_n       <= 1'b0;
      spi_valid      <= 1'b0;
    end else begin
      case (state)
        STATE_RESET: begin
          rx_data_buffer <= {WIDTH{1'b0}};
          tx_data_buffer <= {WIDTH{1'b0}};
          spi_clk_cnt    <= 16'h0;
          spi_data_cnt   <= 16'h0;
          spi_sclk       <= {1{CPOL}};
          spi_ss_n       <= 1'b1;
          spi_valid      <= 1'b0;
        end
        STATE_IDEL: begin
          rx_data_buffer <= rx_data_buffer;
          spi_valid      <= 1'b1;
          spi_clk_cnt    <= 16'h0;
          spi_data_cnt   <= 16'h0;
          spi_sclk       <= {1{CPOL}};
          spi_ss_n       <= 1'b1;
          if (spi_valid && spi_ready) begin
            tx_data_buffer <= spi_tx_data;
          end else begin
            tx_data_buffer <= {WIDTH{1'b0}};
          end
        end
        STATE_TR: begin
          spi_valid <= 1'b0;
          tx_data_buffer <= tx_data_buffer;
          spi_ss_n <= 1'b0;
          if (spi_clk_cnt < SYSCLK_FREQ / SPICLK_FREQ / 2) begin
            spi_clk_cnt <= spi_clk_cnt + 1;
            spi_sclk <= spi_sclk;
            spi_data_cnt <= spi_data_cnt;
            rx_data_buffer <= rx_data_buffer;
          end else begin
            spi_clk_cnt <= 16'h0;
            spi_sclk <= ~spi_sclk;
            if (CPOL == CPHA) begin
              if (spi_sclk != CPHA) begin
                spi_data_cnt   <= spi_data_cnt + 1;
                rx_data_buffer <= rx_data_buffer;
              end else begin
                spi_data_cnt <= spi_data_cnt;
                if (FSB) begin
                  rx_data_buffer <= {spi_miso, rx_data_buffer[WIDTH-1:1]};
                end else begin
                  rx_data_buffer <= {rx_data_buffer[WIDTH-2:0], spi_miso};
                end
              end
            end else begin
              if (spi_sclk == CPHA) begin
                spi_data_cnt   <= spi_data_cnt + 1;
                rx_data_buffer <= rx_data_buffer;
              end else begin
                spi_data_cnt <= spi_data_cnt;
                if (FSB) begin
                  rx_data_buffer <= {spi_miso, rx_data_buffer[WIDTH-1:1]};
                end else begin
                  rx_data_buffer <= {rx_data_buffer[WIDTH-2:0], spi_miso};
                end
              end
            end
          end
        end
        default: begin
          rx_data_buffer <= {WIDTH{1'b0}};
          tx_data_buffer <= {WIDTH{1'b0}};
          spi_clk_cnt    <= 16'h0;
          spi_data_cnt   <= 16'h0;
          spi_sclk       <= {1{CPOL}};
          spi_ss_n       <= 1'b1;
          spi_valid      <= 1'b0;
        end
      endcase
    end
  end
  assign spi_rx_data = (spi_valid && spi_ready) ? rx_data_buffer : {WIDTH{1'b0}};
  assign spi_mosi = (!spi_ss_n) ? tx_data_buffer[(FSB)?spi_data_cnt : WIDTH-1-spi_data_cnt] : 1'b0;
endmodule
module spi_slave #(
    parameter CPOL  = 0,   
    parameter CPHA  = 0,   
    parameter FSB   = 1,   
    parameter WIDTH = 8    
) (
    input clk,
    input rstn,
    input      spi_sclk,
    input      spi_ss_n,
    input      spi_mosi,
    output reg spi_miso,
    output reg                 spi_valid,
    input                      spi_ready,
    output     [WIDTH - 1 : 0] spi_rx_data,
    input      [WIDTH - 1 : 0] spi_tx_data
);
  reg  spi_sclk_0;
  reg  spi_sclk_1;
  wire spi_sclk_edge_int = (spi_sclk_0 != spi_sclk_1) ? 1'b1 : 1'b0;
  always @(posedge clk) begin
    if (!rstn) begin
      spi_sclk_0 <= 1'b0;
      spi_sclk_1 <= 1'b0;
    end else begin
      spi_sclk_0 <= spi_sclk;
      spi_sclk_1 <= spi_sclk_0;
    end
  end
  reg  spi_sclk_sample_cnt;
  wire spi_sclk_sample_int = ((spi_sclk_sample_cnt == CPHA) && (spi_sclk_edge_int)) ? 1'b1 : 1'b0;
  always @(posedge clk) begin
    if (!rstn) begin
      spi_sclk_sample_cnt <= 1'b0;
    end else begin
      if (spi_sclk_edge_int) begin
        spi_sclk_sample_cnt <= spi_sclk_sample_cnt + 1'b1;
      end else begin
        spi_sclk_sample_cnt <= spi_sclk_sample_cnt;
      end
    end
  end
  reg [7 : 0] spi_data_cnt;
  always @(posedge clk) begin
    if (!rstn) begin
      spi_data_cnt <= 8'h0;
    end else begin
      if (spi_sclk_sample_int && (!spi_ss_n)) begin
        if (spi_data_cnt < WIDTH - 1) begin
          spi_data_cnt <= spi_data_cnt + 1'b1;
        end else begin
          spi_data_cnt <= 8'h0;
        end
      end else begin
        spi_data_cnt <= spi_data_cnt;
      end
    end
  end
  reg [WIDTH - 1 : 0] tx_data_buffer;
  reg [WIDTH - 1 : 0] rx_data_buffer;
  always @(posedge clk) begin
    if (!rstn) begin
      rx_data_buffer <= {WIDTH{1'b0}};
      spi_miso <= 1'b0;
    end else begin
      if (spi_sclk_sample_int) begin
        rx_data_buffer[(FSB==0)?spi_data_cnt : WIDTH-1-spi_data_cnt] <= spi_mosi;
        spi_miso <= tx_data_buffer[(FSB==0)?spi_data_cnt : WIDTH-1-spi_data_cnt];
      end else begin
        rx_data_buffer[spi_data_cnt] <= rx_data_buffer[spi_data_cnt];
        spi_miso <= spi_miso;
      end
    end
  end
  always @(posedge clk) begin
    if (!rstn) begin
      spi_valid <= 1'b0;
    end else begin
      if ((spi_data_cnt == WIDTH - 1) && (spi_sclk_sample_int)) begin
        spi_valid <= 1'b1;
      end else if ((spi_valid == 1) && spi_ready) begin
        spi_valid <= 1'b0;
      end else begin
        spi_valid <= spi_valid;
      end
    end
  end
  assign spi_rx_data = (spi_ready & spi_valid) ? rx_data_buffer : {WIDTH{1'b0}};
  always @(posedge clk) begin
    if (!rstn) begin
      tx_data_buffer <= {WIDTH{1'b0}};
    end else begin
      if (spi_ready && spi_valid) begin
        tx_data_buffer <= spi_tx_data;
      end else begin
        tx_data_buffer <= tx_data_buffer;
      end
    end
  end
endmodule
</file>
<file path="/design/flow/constraint.sdc">
current_design spi

set clk_period 9.9
set clk_io_pct 0.2

create_clock -name clk0 -period $clk_period [get_ports {clk}]

set non_clock_inputs [all_inputs -no_clocks]
set_input_delay [expr $clk_period * $clk_io_pct] -clock clk0 $non_clock_inputs
set_output_delay [expr $clk_period * $clk_io_pct] -clock clk0 [all_outputs]
</file>
<file path="/design/flow/run.sh">
#!/bin/bash
# OpenROAD 26Q1-2900-gdf79404cd8, Yosys 0.63+post, stock flow scripts
make -C /OpenROAD-flow-scripts/flow DESIGN_CONFIG=/design/flow/config.mk WORK_HOME=/design/flow/orfs finish
</file>
<file path="/design/flow/config.mk">
export PLATFORM = sky130hd
export DESIGN_NAME = spi
export DESIGN_NICKNAME = spi
export VERILOG_FILES = /design/flow/design.v
export SDC_FILE = /design/flow/constraint.sdc
export NUM_CORES = 4
export LEC_CHECK = 1
export CORE_AREA = 10 10 464 464
export DIE_AREA = 0 0 474 474
export SYNTH_MEMORY_MAX_BITS = 65536
</file>
==> flow_summary.yaml <==
# generated from flow reports
status:
  status: "finished clean"
cts:
  postCtsSetupBuffers: 0
  cts.path.max_buffers: 3
  cts_hold_buffers: 0
  clock_latency_ps: 790
  cts.clk_slew.worst_paths_ps: 60
  root_buffer: "clkbuf_16"
  clock_sinks: 1098
  cts_tree: "yes"
  cts_buffers: 114
  htree_num_levels: 3
  cts_resized: 0
routing:
  wl_met3_um: 21800
  ant_nets: 0
  m1WireLength_um: 44300
  num_vias: 20900
  wl_um: 137000
  met2_length_um: 66800
  highest_layer: "met5"
  drt-pass1-iter-count: 5
  drtIter0Drc: 1478
  vias_per_cell: 3.68
  wl_per_cell_um: 24.0
  drcViolationCount: 0
yosys:
  ys_ff: 1098
  synthCells: 1778
  most_common_cell: "edfxtp_1"
  top_area_cell: "edfxtp_1"
  yosysChipArea_sq_mm: 0.0355
  seq_area_frac_synth_pct: 88.9
  yosys_warnings: 12
  yosys_cells: 1778
  netlist.area_leader.share_pct: 81.2
  flop_cell: "edfxtp_1"
  syn-cell-area_sq_mm: 0.0355
  top_cells_by_count: "960 x edfxtp_1, 138 x dfxtp_1, 101 x nand2_1, 101 x nor2_1, 68 x a21oi_1"
  edf_count: 960
  avgSynthCellArea_sq_um: 20.0
  ys_types: 62
  async_reset_ff_share_pct: 0
  top_cells_by_area: "edfxtp_1 81%, dfxtp_1 7.8%, nand2_1 1.1%"
power_and_ir_drop:
  seq_power_share_pct: 52.8
  p_sw_mw: 1.90
  power_density_mw_per_mm2: 177
  ir_worst_vdd_uv: 200
  p_comb_share_pct: 0.3
  power_switching_share_pct: 20.2
  clkPwrFrac_pct: 46.9
  p_leak_nw: 15.5
  p_int_mw: 7.51
min_path:
  hold_depth: 1
  hold_class: "reg -> reg"
  hold_end: "spi_master_inst.spi_ss_n$_SDFF_PN0_"
  min-delay-start: "spi_master_inst.state[1]$_DFF_P_"
timing:
  final.period_utilization_pct: 47.5
  setup_viol: 0
  clock.fmax_mhz: 212
  hold_ws_ps: 421
  setup_tns_ps: 0
  slew_violations: 0
  layout_min_cycle_time_ps: 4710
  grt_setup_unrepaired: "false"
  worst_pin_slew_ps: 1020
  slew_headroom_pct: 29.9
  finClkSkew_ps: 55.8
  hold_viol_final: 0
final_layout:
  fin_cells: 5690
  comb_area_sq_mm: 0.00398
  seq_area_sq_mm: 0.0316
  syn_to_final_growth_pct: 49.6
  fillCellCount: 20700
  drive_above_1_share_pct: 10.7
worst_setup_path:
  cp_max_fo: 34
  worst_r2r_startpoint: "spi_slave_inst.spi_data_cnt[3]$_SDFFE_PN0P_"
  max_stage_delay_ps: 600
  r2r_cells: 15
  worstSetupStartpoint: "rstn"
  arrival_ps: 5060
  critPathMostFrequentCell: "buf_4"
  critPathLaunchType: "input pin"
  crit_type: "in -> reg"
  cp-end-kind: "register"
  r2r_end: "spi_slave_inst.rx_data_buffer[1]$_SDFF_PN0_"
  crit_chain: "clkdlybuf4s50_1 > buf_4 > o211ai_2 > inv_1 > buf_4 > a31oi_1 > buf_4 > nand2b_1 > nor2_4 > buf_4"
  critPathBufInv: 6
  cpLargestDelayFamily: "buffers and inverters"
  rrSetupSlack_ps: 5450
  required_ps: 10260
  critPathSlowestCell: "buf_4"
placement:
  gp_congestion: 0.822
  portBuffers: 968
  placed_cells_incl_taps: 5475
  dp_hpwl_um: 92800
flow_run:
  tool_warnings: 32
  drv_cap: 0
grt:
  grt_max_degree: 35
  grt_pass1_vias: 22000
  grt_first_pass_wirelength_um: 181000
  track_usage_pct: 12.0
  antenna_found_initial: 20
  overflow: 0
floorplanning:
  die_y_um: 474
  fp_util_pct: 17.3
  ios: 971
  rows: 166
  die_w_um: 474
  die_area_sq_mm: 0.225
  coreArea_sq_mm: 0.205
[flip-flops by register name (all words and copies together) (netlist names)]
name and cells:
addr_buf 8, config_state 8, configure_ram 960, configure_ram_ci 16
data_buf 32, param_wen 1, spi_master_inst.spi_clk_cnt 16, spi_master_inst.spi_data_cnt 16
spi_master_inst.spi_sclk 1, spi_master_inst.spi_ss_n 1, spi_master_inst.state 1, spi_s_ready 1
spi_s_tx_data 8, spi_slave_inst.rx_data_buffer 8, spi_slave_inst.spi_data_cnt 8, spi_slave_inst.spi_miso 1
spi_slave_inst.spi_sclk_0 1, spi_slave_inst.spi_sclk_1 1, spi_slave_inst.spi_sclk_sample_cnt 1, spi_slave_inst.spi_valid 1
spi_slave_inst.tx_data_buffer 8
[cell type report]
class | instances | share of cell area (%)
sequential | 1098 | 59.5
timing repair buffer | 1039 | 19.2
multi-input combinational | 631 | 7.48
tap | 2688 | 6.33
clock buffer | 141 | 5.70
clock inverter | 72 | 1.64
inverter | 19 | 0.134
antenna | 2 | 0.00942
[cell families (layout without fill, tap and decap cells)]
kind of cell,Yosys count,count (layout),share of synthesized area [%]
adder cells (fa/ha/maj),18,18,0.634
multiplexers,25,25,0.849
buffers and inverters,67,1271,0.807
AND/OR/NAND/NOR,404,404,5.62
other,1,21,0.0106
AND-OR/OR-AND,133,133,2.35
flip-flops,1098,1098,88.9
XOR/XNOR,32,32,0.789
[cell usage in the layout (no fill, tap or decap), drive strengths merged, types with 6 or more instances in the layout]
cell type      instances
xor2                  12
conb                  19
edfxtp               960
a22oi                  9
ha                    18
clkdlybuf4s50        968
and3                  17
nand3                 59
nand4                  9
o22ai                  8
buf                   71
a2111oi                8
nor4                   9
or3                   10
and2                  41
nor2                 102
clkinv                47
a21oi                 68
clkbuf               141
nor3                  12
mux2i                 20
o21ai                 16
xnor2                 20
dfxtp                138
nand2                101
inv                   28
nor2b                  7
nand2b                 6
bufinv                13
[power groups by stage]
| stage | logic, mW | clock network [mW] | registers [mW] |
|---|---|---|---|
| final | 0.0313 | 4.41 | 4.97 |
| after CTS | 0.0312 | 4.55 | 4.97 |
| after global routing | 0.0347 | 4.72 | 4.97 |
[metrics by stage]
stage / worst slack [ps] / util, % / total power [mW] / instance area, sq um
2_1_floorplan: 5150 / - / 5.09 / 35600
3_3_place_gp: 4410 / 24.0 / 5.10 / 49200
3_5_place_dp: 4380 / 24.0 / 5.10 / 49200
4_1_cts: 5270 / 25.9 / 9.55 / 53100
5_1_grt: 5040 / 25.9 / 9.72 / 53100
6_report: 5190 / 25.9 / 9.41 / 53100
[worst max path at each step]
stage	end	slack, ps	cells past startpoint
finish	configure_ram[3][22]$_DFFE_PP_	5190	10
global route	spi_slave_inst.rx_data_buffer[1]$_SDFF_PN0_	5040	15
CTS	configure_ram[52][5]$_DFFE_PP_	5270	8
[layer usage]
metal	global-route usage (%)	vias to the layer above
li1	-	9065
met2	19.7	1415
met5	0	-
met3	8.31	225
met4	3.07	4
met1	12.4	10200
Power and IR drop assume default switching activity.
