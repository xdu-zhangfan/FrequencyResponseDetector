[/design/flow/config.mk]
export PLATFORM = sky130hd
export DESIGN_NAME = direct
export DESIGN_NICKNAME = direct
export VERILOG_FILES = /design/flow/design.v
export SDC_FILE = /design/flow/constraint.sdc
export NUM_CORES = 4
export LEC_CHECK = 1
export CORE_UTILIZATION = 30
[/design/flow/constraint.sdc]
current_design direct

set clk_period 1.0
set clk_io_pct 0.2

create_clock -name clk0 -period $clk_period [get_ports {clk}]
create_clock -name clk1 -period $clk_period [get_ports {dds_clk}]

set non_clock_inputs [all_inputs -no_clocks]
set_input_delay [expr $clk_period * $clk_io_pct] -clock clk0 $non_clock_inputs
set_output_delay [expr $clk_period * $clk_io_pct] -clock clk0 [all_outputs]
[/design/flow/design.v]
module direct_core #(
    parameter DDS_FREQ = 32'd120000000
) (
    input clk,
    input rstn,
    input          param_wen,
    input [31 : 0] direct_word,
    input direct_en,
    input               dds_clk,
    output reg [31 : 0] direct_output
);
  reg [31 : 0] direct_word_buf;
  always @(posedge clk) begin
    if (!rstn) begin
      direct_word_buf <= 32'h0;
    end else begin
      if (param_wen) begin
        direct_word_buf <= direct_word;
      end else begin
        direct_word_buf <= direct_word_buf;
      end
    end
  end
  always @(posedge dds_clk) begin
    if (!rstn) begin
      direct_output <= 32'h0;
    end else begin
      if (direct_en) begin
        direct_output <= direct_word_buf;
      end else begin
        direct_output <= direct_output;
      end
    end
  end
endmodule
module direct #(
    parameter DDS_FREQ = 32'd120000000
) (
    input clk,
    input rstn,
    input          param_wen,
    input [31 : 0] direct_fword,
    input [31 : 0] direct_pword,
    input [31 : 0] direct_amp,
    input [2 : 0] direct_en,
    input           dds_clk,
    output [31 : 0] direct_output_fword,
    output [31 : 0] direct_output_pword,
    output [31 : 0] direct_output_amp
);
  direct_core #(
      .DDS_FREQ(DDS_FREQ)
  ) direct_freq_inst (
      .clk (clk),
      .rstn(rstn),
      .param_wen  (param_wen),
      .direct_word(direct_fword),
      .direct_en(direct_en[0]),
      .dds_clk(dds_clk),
      .direct_output(direct_output_fword)
  );
  direct_core #(
      .DDS_FREQ(DDS_FREQ)
  ) direct_phase_inst (
      .clk (clk),
      .rstn(rstn),
      .param_wen  (param_wen),
      .direct_word(direct_pword),
      .direct_en(direct_en[1]),
      .dds_clk(dds_clk),
      .direct_output(direct_output_pword)
  );
  direct_core #(
      .DDS_FREQ(DDS_FREQ)
  ) direct_amp_inst (
      .clk (clk),
      .rstn(rstn),
      .param_wen  (param_wen),
      .direct_word(direct_amp),
      .direct_en(direct_en[2]),
      .dds_clk(dds_clk),
      .direct_output(direct_output_amp)
  );
endmodule
[/design/flow/run.sh]
#!/bin/bash
# OpenROAD 26Q1-2900-gdf79404cd8, Yosys 0.63+post, stock flow scripts
make -C /OpenROAD-flow-scripts/flow DESIGN_CONFIG=/design/flow/config.mk WORK_HOME=/design/flow/orfs finish
==> run notes <==
The layout was made with Yosys and OpenROAD.

The run finished with clean final reports. CTS saw 192 sinks. The hold buffer count at cts is 0. The number of cells in Yosys stat is 620. The count of buffers inserted at the top-level ports is 197. After the first detailed-routing iteration, the DRC count stood at 132. In this run the critical path is formed by buf_2. The power per standard cell area is 1710 mW/mm².

The final number of setup-violating endpoints is 0. According to the hold report, the worst path is of the input port to register type. The worst path required time is roughly 0.80 ns. The synthesized flop and latch total is about 190. The number of remaining DRC errors is 0. The number of primary I/O pins is 199. The first global-routing pass estimated 26.3 mm of wire. The cell count after synthesis is 620. The worst hold slack across all endpoints is 0.232 ns. Per the timing report, the most critical flop-to-flop path finishes at direct_phase_inst.direct_output[2]. STA puts the critical path data arrival time at a little under 0.8 ns.

The endpoint with the worst hold slack is direct_freq_inst.direct_output[26]. The first-pass detailed-route iteration total is 4. The timing report gives the biggest stage delay along the critical path as 0.33 ns. The total global routing track utilization is 0.140. Nets still carrying antenna violations after routing amount to 0. Setup repair after global routing could not meet its margin everywhere. The largest fanout of any net on the critical path is 2. The routed design ends up with an antenna cell count of 0.

The measured slew at the worst slew-check pin is 0.216 ns. STA classifies the critical path endpoint as an output port. After legalization and detailed placement, the total HPWL measured between 10 and 15 mm.

The fill cell total of the finished layout is 2305. Per the final report, max-transition violations number 0. The reported leakage power is 4.42 nW. For the final database, setup skew stands at 0 ns. The via count of the first global-routing pass is 4757. Per the detail_route report, the via count comes to 4762. Looking at hold timing, the worst path starts from direct_en[0].

The routed design has approximately 17 mm of wire. The kind of cell with the highest combined delay along the critical path is flip-flops. Summed over all layers, the global routing overflow is 0.

The final RePlAce weighted congestion is between 0.7 and 0.8. The clock transition time at the flip-flop clock pins of the worst setup and hold paths is about 0.080 ns. The script reports the combined buffer and inverter count of the critical path as 1. The number of vias per cell after detailed routing is 4.13. In this run the horizontal extent of the chip is around 160 µm. The chip area line of the yosys report is around 0.0073 mm². The number of cells traversed by the worst hold path is 3. The startpoint of the worst register-to-register path is direct_phase_inst.direct_output[2]. For reference, the placement row count at floorplan is 56.

Summing over the stages, the warning tally comes to 28. For this run, the number of Yosys warnings is 1. Dividing the detail-routed wire length by the instance count gives 14.7 µm. The final hold violation count is 0. Across the run, the number of max-cap violations was 0.

The mean area per synthesized cell is about 12 µm². The worst VDD IR drop from the latest analysis is 1190 µV. The setup path with the least slack is of type register to output port. The core region area is 0.0236 mm². The synthesis-to-layout area growth is 36.6%. The initial antenna violation count came to 0.

The core utilization at floorplan is 0.308. The combined area of all synthesized cells is 0.00727 mm². The die covers 0.0249 mm². The kind of start point of the critical path is a register. The final sum of negative setup slack is 0 ns. The sequential fraction of the synthesis area is 0.529.

Yosys mapped the design onto 8 distinct sky130hd cell types. The register-to-register setup slack is 0.26 ns. The worst-case max-slew headroom was logged as 0.856. The share of final-layout standard cells stronger than drive strength 1 is 0.309. For this design, the slowest cell found on the critical path is dfxtp_2. The utilization after layout is 0.421. The clock tree from TritonCTS is done. The die is 158 µm tall. Logic depth along the worst register-to-register path is recorded as 3. Entering global routing, the biggest net connects 59 pins.
## timing repair
item / 4_1_cts / 5_1_grt
resized: 388 / 1
endpoints found under the setup margin: 96 / 84
setup buffers: 5 / 2
## metrics by stage
| step | instances | setup slack (ns) | cell area [µm²] | total power [W] |
|---|---|---|---|---|
| after floorplan | 620 | 0.0463 | 7270 | 0.00926 |
| after global placement | 1115 | -0.0340 | 9640 | 0.0102 |
| after detailed placement | 1115 | -0.0249 | 9640 | 0.0102 |
| after CTS | 1152 | -0.0176 | 9910 | 0.0174 |
| after global routing | 1154 | -0.0233 | 9930 | 0.0179 |
| final | 1154 | 0.0119 | 9930 | 0.0170 |
## sequential cells by signal (all words and copies together), names as in the netlist
name,count
direct_freq_inst.direct_word_buf,32
direct_phase_inst.direct_output,32
direct_phase_inst.direct_word_buf,32
direct_amp_inst.direct_word_buf,32
direct_amp_inst.direct_output,32
direct_freq_inst.direct_output,32
## cell usage in the layout (no fill, tap or decap), drive strengths merged
| cell type | n |
|---|---|
| clkdlybuf4s50 | 96 |
| bufinv | 1 |
| buf | 131 |
| inv | 3 |
| clkbuf | 21 |
| nor2b | 192 |
| clkinvlp | 2 |
| mux2i | 192 |
| dfxtp | 192 |
| clkinv | 5 |
## layer usage
metal | global-route usage | vias up | wire length (µm)
met5 | 0 | - | 0
met4 | 0.0217 | 0 | 272
met3 | 0.0538 | 14 | 1410
met2 | 0.209 | 126 | 7200
met1 | 0.198 | 2170 | 8110
li1 | - | 2452 | -
## cell families after synthesis
family,after synthesis,share of synthesized area
multiplexers,192,0.264
flip-flops,192,0.529
AND/OR/NAND/NOR,192,0.165
buffers and inverters,44,0.0418
## how the worst max path moves through the flow
stage | start | endpoint | slack [ns] | depth (start not counted)
final | direct_phase_inst.direct_output[2] | direct_output_pword[2] | 0.01 | 1
after global routing | direct_freq_inst.direct_output[29] | direct_output_fword[29] | -0.02 | 1
after CTS | direct_phase_inst.direct_output[0] | direct_output_pword[0] | -0.02 | 1
## worst reg2reg max path: stages, from the launching register on
cell	delay [ns]
dfxtp_2	0.33
buf_4	0.12
mux2i_1	0.12
nor2b_1	0.06
## where the power goes
part           internal (W)  leakage, nW  switching, W
Sequential          0.00803         1.62      0.000178
Combinational       0.00106         2.52      0.000616
Clock               0.00381        0.286       0.00334
## synthesized netlist by cell type
master	instances	area, µm²
buf_12	4	80.1
clkbuf_1	19	71.3
nor2b_1	192	1200
buf_4	15	113
buf_2	5	25.0
buf_8	1	15.0
dfxtp_1	192	3840
mux2i_1	192	1920
## final cells by class
class | count | area [µm²] | area share
sequential | 192 | 3960 | 0.399
multi-input combinational | 384 | 3120 | 0.314
timing repair buffer | 227 | 1860 | 0.187
clock buffer | 21 | 482 | 0.0485
tap | 319 | 399 | 0.0402
clock inverter | 11 | 108 | 0.0108
Power and IR drop assume default switching activity.
