==> flow/design.v <==
module drg_core #(
    parameter DDS_FREQ = 32'd120000000
) (
    input clk,
    input rstn,
    input          param_wen,
    input [31 : 0] drg_start,
    input [31 : 0] drg_end,
    input [31 : 0] drg_step,
    input [31 : 0] drg_pulse,
    input drg_en,
    input               dds_clk,
    output reg [31 : 0] drg_output
);
  reg [31 : 0] drg_start_buf;
  reg [31 : 0] drg_end_buf;
  reg [31 : 0] drg_step_buf;
  reg [31 : 0] drg_pulse_buf;
  always @(posedge clk) begin
    if (!rstn) begin
      drg_start_buf <= 32'h0;
      drg_end_buf   <= 32'h0;
      drg_step_buf  <= 32'h0;
      drg_pulse_buf <= 32'h0;
    end else begin
      if (param_wen) begin
        drg_start_buf <= drg_start;
        drg_end_buf   <= drg_end;
        drg_step_buf  <= drg_step;
        drg_pulse_buf <= drg_pulse;
      end else begin
        drg_start_buf <= drg_start_buf;
        drg_end_buf   <= drg_end_buf;
        drg_step_buf  <= drg_step_buf;
        drg_pulse_buf <= drg_pulse_buf;
      end
    end
  end
  reg [31 : 0] drg_pulse_cnt;
  always @(posedge dds_clk) begin
    if (!rstn) begin
      drg_pulse_cnt <= 32'h0;
      drg_output    <= drg_start_buf;
    end else begin
      if (drg_en) begin
        if (drg_pulse_cnt >= drg_pulse_buf) begin
          drg_pulse_cnt <= 32'h0;
          if (drg_output + drg_step_buf < drg_end_buf) begin
            drg_output <= drg_output + drg_step_buf;
          end else begin
            drg_output <= drg_start_buf;
          end
        end else begin
          drg_pulse_cnt <= drg_pulse_cnt + 1;
          drg_output <= drg_output;
        end
      end else begin
        drg_output <= drg_output;
      end
    end
  end
endmodule
module drg #(
    parameter DDS_FREQ = 32'd120000000
) (
    input clk,
    input rstn,
    input          param_wen,
    input [31 : 0] drg_freq_start,
    input [31 : 0] drg_freq_end,
    input [31 : 0] drg_freq_step,
    input [31 : 0] drg_freq_pulse,
    input [31 : 0] drg_phase_start,
    input [31 : 0] drg_phase_end,
    input [31 : 0] drg_phase_step,
    input [31 : 0] drg_phase_pulse,
    input [31 : 0] drg_amp_start,
    input [31 : 0] drg_amp_end,
    input [31 : 0] drg_amp_step,
    input [31 : 0] drg_amp_pulse,
    input [2 : 0] drg_en,
    input           dds_clk,
    output [31 : 0] drg_output_fword,
    output [31 : 0] drg_output_pword,
    output [31 : 0] drg_output_amp
);
  drg_core #(
      .DDS_FREQ(DDS_FREQ)
  ) drg_freqreq_inst (
      .clk (clk),
      .rstn(rstn),
      .param_wen(param_wen),
      .drg_start(drg_freq_start),
      .drg_end  (drg_freq_end),
      .drg_step (drg_freq_step),
      .drg_pulse(drg_freq_pulse),
      .drg_en(drg_en[0]),
      .dds_clk   (dds_clk),
      .drg_output(drg_output_fword)
  );
  drg_core #(
      .DDS_FREQ(DDS_FREQ)
  ) drg_phasehase_inst (
      .clk (clk),
      .rstn(rstn),
      .param_wen(param_wen),
      .drg_start(drg_phase_start),
      .drg_end  (drg_phase_end),
      .drg_step (drg_phase_step),
      .drg_pulse(drg_phase_pulse),
      .drg_en(drg_en[1]),
      .dds_clk   (dds_clk),
      .drg_output(drg_output_pword)
  );
  drg_core #(
      .DDS_FREQ(DDS_FREQ)
  ) drg_ampmp_inst (
      .clk (clk),
      .rstn(rstn),
      .param_wen(param_wen),
      .drg_start(drg_amp_start),
      .drg_end  (drg_amp_end),
      .drg_step (drg_amp_step),
      .drg_pulse(drg_amp_pulse),
      .drg_en(drg_en[2]),
      .dds_clk   (dds_clk),
      .drg_output(drg_output_amp)
  );
endmodule
==> flow/run.sh <==
#!/bin/bash
# OpenROAD 26Q1-2900-gdf79404cd8, Yosys 0.63+post, stock flow scripts
make -C /OpenROAD-flow-scripts/flow DESIGN_CONFIG=/design/flow/config.mk WORK_HOME=/design/flow/orfs finish
==> flow/config.mk <==
export PLATFORM = sky130hd
export DESIGN_NAME = drg
export DESIGN_NICKNAME = drg
export VERILOG_FILES = /design/flow/design.v
export SDC_FILE = /design/flow/constraint.sdc
export NUM_CORES = 4
export LEC_CHECK = 1
export CORE_UTILIZATION = 50
==> flow/constraint.sdc <==
current_design drg

set clk_period 18.3
set clk_io_pct 0.2

create_clock -name clk0 -period $clk_period [get_ports {clk}]
create_clock -name clk1 -period $clk_period [get_ports {dds_clk}]

set non_clock_inputs [all_inputs -no_clocks]
set_input_delay [expr $clk_period * $clk_io_pct] -clock clk0 $non_clock_inputs
set_output_delay [expr $clk_period * $clk_io_pct] -clock clk0 [all_outputs]
==> metrics.yaml <==
run_status: "finished, final reports clean"
grt_usage_pct: 26.0
synthesis.yosys.warnings: 1
worst-endpoint-arrival_ns: 6.17
stage_log_warnings: 33
largest_net_degree_at_the_start_of_global_routing: 175
hpwlAfterDp_mm: 59.0
finalSetupTns_ns: 0
final_max_slew_viol_count: 0
ys_cells: 3174
unrepaired_setup_endpoints_after_global_routing: "no"
post_drt_via_cell_ratio: 5.24
cts.clk_slew.worst_paths_ns: 0.08
cts_resized: 0
timing.slew.headroom_pct: 41.1
enable_flop_cells: 96
ctsHoldBuffers: 0
transition_at_the_pin_with_the_smallest_max_transition_slack_ns: 0.884
report.power.total_mw: 3.70
power-per-cell-area_mw_per_mm2: 93.9
postSynthCellCount: 3174
dr.pass1.iters: 5
count_of_fill_cells_added_during_filler_insertion: 4889
cp.required_ns: 18.54
num_vias: 23660
leakage_nw: 16.9
port-buffer-count: 485
fp.dieArea_mm2: 0.0640
vdd_drop_max_mv: 0.102
critical_path_class: "in -> reg"
worst_setup_slack_final_ns: 12.38
fin_skew_ns: 0.0160
place_congestion: 0.929
grt_antenna_before_repair: 23
setup_violations: 0
post_synth_num_cell_types: 73
postSynthRegisterBits: 576
cts_tree: "yes"
place_ws_ns: 11.79
cp-start-kind: "input port"
cp-end-kind: "flip-flop"
floorplan.die.height_um: 253
netlist_area_mm2: 0.0315
drc: 0
ys_seq_share_pct: 39.6
clock-sinks: 576
floorplan.die.width_um: 253
top_area_share_pct: 30.5
synth-async-reset-ratio_pct: 0
final_layout_size_suffix_gt1_share_pct: 6.50
logic_area_mm2: 0.0178
synth-area-yosys_mm2: 0.0315
max-cap-violations: 0
post_drt_wl_per_cell_um: 17.7
flow.area_growth_from_synthesis_pct: 25.2
post_cts_buffers: 0
postSynthAreaPerCell_um2: 9.93
grt_pass1_vias: 23201
topCellsByArea: "sky130_fd_sc_hd__dfxtp_1, sky130_fd_sc_hd__mux2i_1, sky130_fd_sc_hd__ha_1"
initial_core_util_pct: 50.9
drt_iter0_drc: 1082
fp.coreArea_mm2: 0.0619
rows: 91
seq_area_mm2: 0.0125
detail-route-antenna-nets: 0
timing.final.hold_violations: 0
grt_pass1_wl_mm: 125
yosys_top_cell_by_area: "sky130_fd_sc_hd__dfxtp_1"
timing.critical_path.fanout_max: 79
register_to_register_setup_slack_ns: 12.48
i_o_pin_cnt: 487
detailed_route_wire_length_mm: 80.1
grt_remaining_overflow: 0
min_path_type: "reg -> reg"
synthFlopType: "sky130_fd_sc_hd__dfxtp_1"
## report_power, final
group / switching, mW / total [mW] / internal [mW]
logic: 0.409 / 0.857 / 0.448
clock network: 0.583 / 1.40 / 0.814
registers: 0.0591 / 1.45 / 1.39
## area by class of cell
class,count,share of cell area [%]
inverters,225,2.14
clock inverters,27,1.05
clock buffers,87,4.59
flip-flops and latches,576,31.7
repair buffers,501,12.7
well taps,837,2.65
diodes,1,0.00634
multi-input cells,2261,45.2
## worst max-delay path, cell delays in order
cell	delay [ns]
sky130_fd_sc_hd__buf_8	0.31
sky130_fd_sc_hd__buf_4	0.60
sky130_fd_sc_hd__o2111ai_1	0.29
sky130_fd_sc_hd__a21oi_4	0.45
sky130_fd_sc_hd__buf_4	0.40
sky130_fd_sc_hd__mux2_2	0.37
## cells in the mapped netlist, types with 17 or more instances
cell,number
sky130_fd_sc_hd__mux2_2,95
sky130_fd_sc_hd__o21ai_0,67
sky130_fd_sc_hd__nor3_1,20
sky130_fd_sc_hd__nand4_1,62
sky130_fd_sc_hd__buf_1,20
sky130_fd_sc_hd__nor2_1,171
sky130_fd_sc_hd__xnor2_1,97
sky130_fd_sc_hd__clkbuf_1,92
sky130_fd_sc_hd__ha_1,285
sky130_fd_sc_hd__inv_1,225
sky130_fd_sc_hd__nand2b_1,17
sky130_fd_sc_hd__nor2b_1,401
sky130_fd_sc_hd__edfxtp_1,96
sky130_fd_sc_hd__a21oi_1,126
sky130_fd_sc_hd__a21o_1,95
sky130_fd_sc_hd__and3_1,26
sky130_fd_sc_hd__dfxtp_1,480
sky130_fd_sc_hd__xor2_1,79
sky130_fd_sc_hd__nand2_1,106
sky130_fd_sc_hd__nand3_1,48
sky130_fd_sc_hd__mux2i_1,384
sky130_fd_sc_hd__a211oi_1,21
## sequential cells by signal (all words and copies together) (netlist names)
name / cells
drg_phasehase_inst.drg_pulse_cnt: 32
drg_freqreq_inst.drg_output: 32
drg_phasehase_inst.drg_pulse_buf: 32
drg_phasehase_inst.drg_output: 32
drg_freqreq_inst.drg_pulse_buf: 32
drg_ampmp_inst.drg_step_buf: 32
drg_ampmp_inst.drg_pulse_cnt: 32
drg_phasehase_inst.drg_start_buf: 32
drg_phasehase_inst.drg_step_buf: 32
drg_freqreq_inst.drg_start_buf: 32
drg_freqreq_inst.drg_pulse_cnt: 32
drg_freqreq_inst.drg_step_buf: 32
drg_freqreq_inst.drg_end_buf: 32
drg_phasehase_inst.drg_end_buf: 32
drg_ampmp_inst.drg_start_buf: 32
drg_ampmp_inst.drg_output: 32
drg_ampmp_inst.drg_pulse_buf: 32
drg_ampmp_inst.drg_end_buf: 32
## per-stage QoR
stage / hold slack, ns / utilization [%] / std cells / cell area [um^2]
floorplan: 0.478 / - / 3174 / 31500
global placement: 0.492 / 60.1 / 4400 / 37200
detailed placement: 0.502 / 60.1 / 4400 / 37200
CTS: 0.519 / 63.7 / 4514 / 39500
global route: 0.533 / 63.7 / 4514 / 39500
finish: 0.509 / 63.7 / 4515 / 39500
## cells by family (layout without fill, tap and decap cells)
group | after synthesis | count (layout) | synth area share, %
AND-OR/OR-AND | 422 | 422 | 8.86
buffers and inverters | 337 | 840 | 4.01
adder cells (fa/ha/maj) | 288 | 288 | 11.5
flip-flops | 576 | 576 | 39.6
other | 0 | 1 | 0
AND/OR/NAND/NOR | 895 | 895 | 15.5
XOR/XNOR | 176 | 176 | 4.89
multiplexers | 480 | 480 | 15.6
## cell usage in the layout, fill, tap and decap left out, types with 97 or more instances in the layout
cell / instances
sky130_fd_sc_hd__inv_1: 225
sky130_fd_sc_hd__a21oi_1: 123
sky130_fd_sc_hd__nor2_1: 171
sky130_fd_sc_hd__clkdlybuf4s50_1: 483
sky130_fd_sc_hd__dfxtp_1: 480
sky130_fd_sc_hd__nand2_1: 106
sky130_fd_sc_hd__xnor2_1: 97
sky130_fd_sc_hd__ha_1: 285
sky130_fd_sc_hd__nor2b_1: 401
sky130_fd_sc_hd__mux2i_1: 384
## metal layers
metal  vias up  global-route usage, %  wire length (um)
li1      12001                      -                 -
met1     10946                   38.2             36900
met2       516                   39.0             35100
met3       153                   7.98              5820
met4        44                   5.16              1980
met5         -                      0               288
## final timing paths
path / startpoint / end / cells past startpoint
max: rstn / drg_freqreq_inst.drg_output[0] / 6
min reg2reg: drg_ampmp_inst.drg_start_buf[11] / drg_ampmp_inst.drg_start_buf[11] / 2
min: drg_ampmp_inst.drg_start_buf[11] / drg_ampmp_inst.drg_start_buf[11] / 2
max in group clk0: param_wen / drg_ampmp_inst.drg_step_buf[28] / 5
max reg2reg: drg_ampmp_inst.drg_output[0] / drg_ampmp_inst.drg_output[20] / 18
min in group clk1: drg_ampmp_inst.drg_pulse_cnt[31] / drg_ampmp_inst.drg_pulse_cnt[31] / 2
Power figures rest on the tool's default switching activity, not on a simulated workload.
